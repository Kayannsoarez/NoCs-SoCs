==> flow/design.v <==
module NL_tree_arbiter (request, grant, success, clk, rst_n);
   parameter multistage=0;
   parameter size=20;
   parameter groupsize=4;
   parameter numgroups=size/groupsize;
   input [size-1:0] request;
   output [size-1:0] grant;
   input 	     success;
   input 	     clk, rst_n;
   logic [size-1:0] intra_group_grant;
   logic [numgroups-1:0] group_grant, any_group_request;
   logic [numgroups-1:0] current_group_success; 
   logic [numgroups-1:0] group_success;
   genvar i;
   generate
   for (i=0; i<numgroups; i=i+1) begin:arbiters
     matrix_arb #(.size(groupsize),
		  .multistage(1)) arb
	   (.request(request[(i+1)*groupsize-1:i*groupsize]),
	    .grant(intra_group_grant[(i+1)*groupsize-1:i*groupsize]),
	    .success(group_success[i] & success),
	    .clk, .rst_n);
      assign any_group_request[i] = |request[(i+1)*groupsize-1:i*groupsize];
      assign grant[(i+1)*groupsize-1:i*groupsize]=
      	     intra_group_grant[(i+1)*groupsize-1:i*groupsize] & {groupsize{group_grant[i]}};
      assign current_group_success[i]= group_grant[i];
   end
      assign group_success=current_group_success;
   endgenerate
   matrix_arb #(.size(numgroups),
		.multistage(multistage)) group_arb 
     (.request(any_group_request),
      .grant(group_grant),
      .success(success),
      .clk, .rst_n);
endmodule  
module comb_matrix_arb_next_state (state, grant, new_state);
   parameter size=4;
   input [size*size-1:0] state;
   input [size-1:0] grant;
   output [size*size-1:0] new_state;
   genvar i,j;
   generate
   for (i=0; i<size; i=i+1) begin:ol2
      for (j=0; j<size; j=j+1) begin:il2
         assign new_state[j*size+i]= (state[j*size+i]&&!grant[j])||(grant[i]);
      end
   end
   endgenerate
endmodule  
module matrix_arb (request, grant, success, clk, rst_n);
   parameter size= 4;
   parameter multistage = 0;
   input [size-1:0] request;
   output [size-1:0] grant;
   input success;
   input clk, rst_n; 
   genvar i,j;
   logic [size-1:0] req;
   logic [size*size-1:0]   current_state;
   logic [size-1:0] pri [size-1:0];
   logic [size*size-1:0] new_state;
   logic [size*size-1:0] state;
   assign req=request;
   generate
   for (i=0; i<size; i=i+1) begin:ol1
      for (j=0; j<size; j=j+1) begin:il1
         if (j==i) 
           assign pri[i][j]=req[i];
         else 
           if (j>i)
             assign pri[i][j]=!(req[j]&&state[j*size+i]);
           else
             assign pri[i][j]=!(req[j]&&!state[i*size+j]);
      end
      assign grant[i]=&pri[i];
   end
   endgenerate
   generate
      assign state = current_state;
   endgenerate
   comb_matrix_arb_next_state #(size) calc_next (.*);
   always@(posedge clk) begin
     if (!rst_n) begin
        current_state<='1;  
     end else begin
	   if ((multistage==1)&!success) begin
	   end else begin
              if (|req) begin
					current_state<=new_state;
              end
	   end
       end
   end
endmodule
==> flow/run.sh <==
#!/bin/bash
# OpenROAD 26Q1-2900-gdf79404cd8, Yosys 0.63+post, stock flow scripts
make -C /OpenROAD-flow-scripts/flow DESIGN_CONFIG=/design/flow/config.mk WORK_HOME=/design/flow/orfs finish
==> flow/config.mk <==
export PLATFORM = sky130hd
export DESIGN_NAME = NL_tree_arbiter
export DESIGN_NICKNAME = NL_tree_arbiter
export VERILOG_FILES = /design/flow/design.v
export SDC_FILE = /design/flow/constraint.sdc
export NUM_CORES = 4
export LEC_CHECK = 1
export CORE_UTILIZATION = 30
==> flow/constraint.sdc <==
current_design NL_tree_arbiter

set clk_period 4.5
set clk_io_pct 0.2

create_clock -name clk0 -period $clk_period [get_ports {clk}]

set non_clock_inputs [all_inputs -no_clocks]
set_input_delay [expr $clk_period * $clk_io_pct] -clock clk0 $non_clock_inputs
set_output_delay [expr $clk_period * $clk_io_pct] -clock clk0 [all_outputs]
==> flow_summary.toml <==
# implementation run metrics
[cells_and_area]
nFillCells = 651
drive_above_1_share_pct = 4.51
syn_to_final_growth_pct = 29.1

[routing]
wl_um = 4800
via_count = 1913
ant_nets = 0
viasPerCell = 5.24
diodes = 0
firstDrtPassIters = 24
wl_per_cell_um = 13.1
drc = 0
dr.first_iter.drc_count = 184

[synthesis]
synth-async-reset-ratio_pct = 0
synth_flops = 40
synth_cells = 242
ys.flop_type = "dfxtp_1"
ys_types = 32
top_cell = "dfxtp_1"
syn_area_sq_um = 2020
yosys.stat.seqShare_pct = 39.6
yosys-top-cells-count = "dfxtp_1 (40), a21o_1 (30), nand2_1 (22), nor2_1 (22), nand2b_1 (17)"
ys_cells = 242
top_cells_by_area = "dfxtp_1 (40%), a21o_1 (11%), nand2b_1 (5.3%)"
ys_area_sq_um = 2020
avgSynthCellArea_sq_um = 8.37
synthDominantCellAreaShare_pct = 39.6
yosysWarnings = 4
top_area_cell = "dfxtp_1"
edf_count = 0

[power]
p_per_area_nw_per_um2 = 346
irDropWorstVdd_mv = 0.118
leakagePower_uw = 0.000936

[job]
warning_count = 25
cap_violations = 0

[grt]
grt_pass1_wl_um = 8010
antenna_found_initial = 0
grt_max_degree = 21
grtUsageTotal_pct = 13.9
grt_pass1_vias = 1840
overflow = 0

[placed_design]
post-dp-hpwl_um = 3700
io_buffers = 42
globalplace.congestion = 0.868

[hold_path]
hold_path.class = "flip-flop to flip-flop"
whs_endpoint = "arbiters[1].arb.current_state[8]"
min-delay-start = "arbiters[1].arb.current_state[8]"
holdPathStages = 1

[timing]
min_period_ns = 4.23
slew_headroom_pct = 44.8
setup_violations = 0
final_max_slew_viol_count = 0
rsz0062_at_grt = "false"
fmax_ghz = 0.237
skew_ns = 0.00301
timing.hold.ws_ns = 0.476
finalHoldViolations = 0
totalNegativeSetupSlack_ns = 0
worstMarginPinSlew_ns = 0.826
finalClockPeriodUsage_pct = 93.9

[floorplan]
core-area_sq_um = 6420
ios = 43
num_rows = 29
fp.dieH_um = 84.1
dieWidth_um = 84.1
dieArea_sq_um = 7080
fp_util_pct = 31.5

[clock_network]
post_cts.repair.setup_buffers = 0
clock-root-buffer = "clkbuf_8"
cts_resized = 0
htree_levels = 2
cts_sinks = 40
insertion_delay_ns = 0.28
cts_tree = "yes"
cts_hold_buf = 0
clkTransAtPathRegs_ns = 0.07
cts_buffers = 5
cts_buffer_depth = 2

[worst_setup_path]
critPathMaxFanout = 6
crit_path_start_kind = "input port"
r2r_slack_ns = 2.61
worst_ep_required_time_ns = 3.60
r2r_cells = 5
critPathArrivalTime_ns = 3.33
worst-setup-path-type = "input port to output port"
rr_endpoint = "arbiters[3].arb.current_state[13]"
worstReg2RegStart = "group_arb.current_state[23]"
end_kind = "output port"

[outcome]
status = "completed"
stage by stage:
stage | setup slack [ns] | std cells | util, % | instance area (sq um) | total power, uW
6_report | 0.272 | 365 | 40.7 | 2610 | 905
5_1_grt | 0.120 | 365 | 40.7 | 2610 | 965
4_1_cts | 0.269 | 365 | 40.7 | 2610 | 918
3_5_place_dp | 0.262 | 358 | 39.5 | 2540 | 695
2_1_floorplan | 1.46 | 242 | - | 2020 | 590
3_3_place_gp | 0.270 | 358 | 39.5 | 2540 | 695
registers in the layout, summed over array words and instances, names as in the netlist:
name                        count
arbiters.arb.current_state     30
group_arb.current_state        10
worst max-delay path, stage by stage:
cell             delay [ns]
clkdlybuf4s50_1        0.49
or4_4                  0.59
a222oi_1               0.46
nand2_1                0.23
nor2_1                 0.19
clkdlybuf4s50_1        0.47
worst max path at each step:
stage | slack (ns) | endpoint | start
4_1_cts | 0.27 | grant[3] | request[8]
5_1_grt | 0.12 | grant[10] | request[16]
6_report | 0.27 | grant[3] | request[8]
per-layer routing:
| layer | GRT usage (%) | vias to the layer above | part of all wire (%) |
|---|---|---|---|
| met5 | 0 | - | 0 |
| met4 | 1.72 | 0 | 0.48 |
| met3 | 2.39 | 2 | 4.6 |
| met2 | 22.1 | 42 | 45 |
| met1 | 20.9 | 879 | 50 |
| li1 | - | 990 | - |
layout make-up:
cell class / instances / area [sq um] / share of cell area (%)
timing repair buffer: 44 / 435 / 16.7
multi-input combinational: 185 / 1160 / 44.3
clock buffer: 6 / 72.6 / 2.78
tap: 77 / 96.3 / 3.69
sequential: 40 / 801 / 30.6
clock inverter: 1 / 5.00 / 0.191
inverter: 12 / 45.0 / 1.72
power by group:
group          internal, uW  switching (uW)  total [uW]
combinational           122             126         248
clock                   105             114         219
sequential              402            35.0         437
total                   630             275         905
logic make-up after synthesis:
family	synth area share (%)
compound gates	29.7
simple gates	27.6
flops	39.6
buf+inv	3.21
cell usage in the layout (no fill, tap or decap), types with 2 or more instances in the layout:
cell	Yosys	layout
a21o_1	30	30
a21oi_1	3	3
a222oi_1	2	2
a22oi_1	10	10
buf_4	0	2
clkbuf_8	0	5
clkdlybuf4s50_1	0	42
dfxtp_1	40	40
inv_1	11	11
nand2_1	22	22
nand2b_1	17	17
nand3_1	15	15
nor2_1	22	22
nor2b_1	3	3
nor4_1	2	2
nor4_4	2	2
o2111ai_1	8	8
o211ai_1	3	3
o21ai_0	12	12
o22ai_1	3	3
o31ai_1	9	9
or2_0	2	2
or2_1	2	2
or3_1	6	6
or4_1	4	4
or4_4	2	2
Power and IR drop assume default switching activity.
